==> design.v <==
`timescale 1ns / 1ps
module Mux1(sel1, A1, B1, Mux1_out);
input sel1;
input [31:0]A1, B1;
output [31:0]Mux1_out;
assign Mux1_out = (sel1==1'b0) ? A1 : B1;
endmodule
module Mux2(sel2, A2, B2, Mux2_out);
input sel2;
input [4:0]A2, B2;
output [4:0]Mux2_out;
assign Mux2_out = (sel2==1'b0) ? A2 : B2;
 endmodule
module Mux3(sel3, A3, B3, Mux3_out);
input sel3;
input [31:0]A3, B3;
output [31:0]Mux3_out;
assign Mux3_out = (sel3==1'b0) ? A3 : B3;
 endmodule
module Mux4(sel4, A4, B4, Mux4_out);
input sel4;
input [31:0]A4, B4;
output [31:0]Mux4_out;
assign Mux4_out = (sel4==1'b0) ? A4 : B4;
 endmodule
module Mux5(sel5, A5, B5, Mux5_out);
input sel5;
input [4:0]A5, B5;
output [4:0]Mux5_out;
assign Mux5_out = (sel5==1'b0) ? A5 : B5;
 endmodule
module Mux6 (sel6, A6, B6, Mux6_out);
input sel6;
input [31:0]A6, B6;
output [31:0]Mux6_out;
assign Mux6_out = (sel6==1'b0) ? A6 : B6;
 endmodule
 module Mux7 (sel7, A7, B7, Mux7_out);
input sel7;
input [31:0]A7, B7;
output [31:0]Mux7_out;
assign Mux7_out = (sel7==1'b0) ? A7 : B7;
 endmodule
module Mux8 (sel8, A8, B8, Mux8_out);
input sel8;
input [31:0]A8, B8;
output [31:0]Mux8_out;
assign Mux8_out = (sel8==1'b0) ? A8 : B8;
 endmodule
module Mux9 (sel9, A9, B9, Mux9_out);
input sel9;
input [31:0]A9, B9;
output [31:0]Mux9_out;
assign Mux9_out = (sel9==1'b0) ? A9 : B9;
 endmodule
 module Mux10 (sel10, A10, B10, Mux10_out);
input sel10;
input [31:0]A10, B10;
output [31:0]Mux10_out;
assign Mux10_out = (sel10==1'b0) ? A10 : B10;
 endmodule
  module Mux11 (sel11, A11, B11, Mux11_out);
input sel11;
input [31:0]A11, B11;
output [31:0]Mux11_out;
assign Mux11_out = (sel11==1'b0) ? A11 : B11;
 endmodule
  module Mux12 (sel12, A12, B12, Mux12_out);
input sel12;
input [31:0]A12, B12;
output [31:0]Mux12_out;
assign Mux12_out = (sel12==1'b0) ? A12 : B12;
 endmodule
module MUX_4x1_32bit(sel, regb, ImmExt, Shiftby2, ALUin2);
    input [31:0] regb;
    input [31:0] ImmExt;
    input [31:0] Shiftby2;
    input [1:0] sel;
    output reg [31:0] ALUin2;
always @(*) begin
    case(sel)
        2'b00: ALUin2 = regb;
        2'b01: ALUin2 = 32'd4; 
        2'b10: ALUin2 = ImmExt;
        2'b11: ALUin2 = Shiftby2;
        default : ALUin2 = 32'd0;
    endcase
end
endmodule
module MUX_4x1_PCSource(sel, jumpdes_address, ALU_Result, ALUout_reg, PCin);
    input [31:0] jumpdes_address;
    input [31:0] ALU_Result ;
    input [31:0] ALUout_reg;
    input [1:0] sel;
    output reg [31:0] PCin;
always @(*) begin
    case(sel)
        2'b00: PCin = ALU_Result;
        2'b01: PCin = ALUout_reg;
        2'b10: PCin = jumpdes_address;
         default : PCin = 32'd0;
    endcase
end
endmodule
==> run.sh <==
#!/bin/bash
# OpenROAD 26Q1-2900-gdf79404cd8, Yosys 0.63+post, stock flow scripts
make -C /OpenROAD-flow-scripts/flow DESIGN_CONFIG=/design/flow/config.mk WORK_HOME=/design/flow/orfs finish
==> config.mk <==
export PLATFORM = sky130hd
export DESIGN_NAME = Mux6
export DESIGN_NICKNAME = Mux6
export VERILOG_FILES = /design/flow/design.v
export SDC_FILE = /design/flow/constraint.sdc
export NUM_CORES = 4
export LEC_CHECK = 1
export CORE_AREA = 10 10 70 70
export DIE_AREA = 0 0 80 80
==> constraint.sdc <==
current_design Mux6

set clk_period 1.0
set clk_io_pct 0.2

create_clock -name clk0 -period $clk_period

set non_clock_inputs [all_inputs -no_clocks]
set_input_delay [expr $clk_period * $clk_io_pct] -clock clk0 $non_clock_inputs
set_output_delay [expr $clk_period * $clk_io_pct] -clock clk0 [all_outputs]
==> ds_physical_params.txt <==
Table: implementation figures

Parameter                              Value

Outcome
  Run status    complete, but fails checks
  Failing checks    setup timing

Placed design
  Worst slack at placement    -0.497 ns
  Total cell area at the placement stage    1540 um^2
  Last weighted congestion value of the routability-driven placer    0.760
  Placed cells    between 150 and 200
  Placed wire-length estimate    2400 um
  # port buffers    between 90 and 100

Synth
  Cell total in the yosys stat output    36
  Adder-Cell Fraction of Synth Area    0%
  Ys Warns    0
  Fraction of synthesized cell area in xor and xnor cells    0%
  Top non-seq family    multiplexers
  Number of library cell types mapped by synthesis    4
  Synthesized instance count    36
  Total cell area reported by yosys after synthesis    between 500 and 600 um^2
  Avg Cell Area, Syn    15.1 um^2
  Simple-gate share of the synthesized area    0%
  Area of the mapped netlist    544 um^2
  Complex-gate fraction of the synthesized area    0%
  Multiplexer share of the synthesized area    86.9%
  Share of the yosys chip area belonging to registers    0%

Final layout
  Share of final-layout standard cells stronger than drive strength 1    56.2%
  Sequential cell area    0 um^2
  Fin cells    192
  Area growth syn-to-layout    212%
  Tally of clock buffers in the finished layout    0
  Logic area    480 um^2
  Finished layout cell area    between 1500 and 2000 um^2
  Filler cells    327
  Flop Count    0

Detailed routing
  Drt first-iter violations    4
  Router iterations before antenna repair    2
  Final ANT Viol Nets    0
  Total length of routed met2 wires    between 1000 and 1500 um
  Post-route DRC    0
  Met3 routed WL    between 300 and 400 um
  Routed WL    around 2800 um
  Total routed wire length on the met1 layer    about 1100 um
  Max Used Layer    met3
  Vias    730
  Via density per instance    3.80
  Final routed wire length divided by cell count    roughly 15 um
  Inserted Diodes    0

Setup path
  Ordered list of cells on the worst path    buf_12 > buf_12 > buf_8 > mux2_4 > buf_6
  Critical path launch point    sel6
  Critical path buffer and inverter count    4
  Worst path max stage delay    0.30 ns
  Number of cells on the critical path    5
  Cell mode on critical path    sky130_fd_sc_hd__buf_12
  Sort of element at the end of the critical path    output pin
  Worst Setup Path Type    input port to output pin
  Required time at the endpoint of the critical path    0.80 ns
  Worst EP arrival    0.98 ns
  CP delay by family, top    buffers and inverters
  Crit path max-delay cell type    sky130_fd_sc_hd__mux2_4
  Worst setup SP type    input port
  Max Fanout on Critical Path    7
  Capture point of the worst path    Mux6_out[31]

Pwr
  Leakage power summed over all cells    0.990 nW
  Worst IR drop on VDD    roughly 170 uV
  PD cells    389 nW/um^2
  Total Power Consumption    around 0.66 mW

Floorplanning
  Die boundary width    80 um
  Vert. Die Dim    80 um
  Die ar.    6400 um^2
  Core outline area    between 3000 and 4000 um^2
  Floorplan Utilization    about 16%
  Number of placement rows    21
  I/O pins    97

Final timing
  Setup repair after global routing missed its margin    true
  Tightest hold margin    0.694 ns
  Maximum clock rate    851 MHz
  Worst Tran Pin Value    0.0611 ns
  Count of endpoints failing hold in the final timing report    0
  Final critical-path share of the clock period    118%
  Number of max-slew violations in the final report    0
  Setup WS post-layout    -0.175 ns
  Slew HR    95.9%
  Shortest clock period the worst path allows after layout    1.18 ns
  Total setup violations reported at the end of the flow    32

Run
  Number of warnings in the stage logs    34
  Max cap viols    0

Global routing
  Number of antenna violations at the first check in global routing    0
  Vias in the first global route    824
  Grt total ovfl    0
  Maximum number of pins on one net before global-route repair    8
  Global-route total usage across every layer    7.87%
  Wire length of the first global-routing pass    4150 um

Clock tree
  # hold bufs at CTS    0

Hold path
  HP Class    input port to output pin
[per-layer routing]
metal	vias up	global-route usage (%)
li1	362	-
met1	317	8.97
met2	51	14.3
met3	0	3.07
met4	0	0
met5	-	0
[synth_stat cells, drive strengths merged]
master / instances / area [um^2]
mux2: 32 / 473
buf: 4 / 71.3
[layout make-up]
type / count / share of cell area, %
well taps: 46 / 3.39
repair buffers: 114 / 68.3
multi-input cells: 32 / 28.3
[logic make-up (layout without fill, tap and decap cells)]
logic type             after synthesis  after routing
buffers and inverters                4            114
muxes                               32             32
[tightest hold or removal path: stages]
cell and delay, ns:
sky130_fd_sc_hd__dlymetal6s2s_1 0.08, sky130_fd_sc_hd__mux2_4 0.13, sky130_fd_sc_hd__buf_2 0.08
[worst min path at each step]
stage | start | end | slack, ns | depth (start not counted)
after CTS | A6[30] | Mux6_out[30] | 0.80 | 3
after global routing | A6[27] | Mux6_out[27] | 0.71 | 3
final | A6[24] | Mux6_out[24] | 0.69 | 3
[power breakdown]
group | switching [mW] | internal (mW) | leakage [nW]
Combinational | 0.141 | 0.519 | 0.990
Sequential | 0 | 0 | 0
Clock | 0 | 0 | 0
[cells in the final DEF (no fill, tap or decap)]
cell type and instances:
sky130_fd_sc_hd__buf_4 2, sky130_fd_sc_hd__buf_2 12, sky130_fd_sc_hd__buf_16 1, sky130_fd_sc_hd__dlygate4sd2_1 40
sky130_fd_sc_hd__dlymetal6s2s_1 14, sky130_fd_sc_hd__buf_8 3, sky130_fd_sc_hd__mux2_4 32, sky130_fd_sc_hd__buf_12 3
sky130_fd_sc_hd__clkdlybuf4s50_1 10, sky130_fd_sc_hd__buf_6 29
[through the flow]
step                      util (%)  TNS (ns)
after floorplan                  -         0
after global placement        45.0    -15.25
after detailed placement      45.0    -15.27
after CTS                     47.0     -5.20
after global routing          49.7     -5.62
final                         49.7     -5.03
[what timing repair did]
item                       4_1_cts  5_1_grt
gates resized                  170       23
setup buffers                   14        0
setup endpoints to repair       32       32
cloned                           1        0
No activity file was given, so power comes from the tool's default toggle rates.
